File: constraint.sdc
current_design SimpleCPU

set clk_period 19.7
set clk_io_pct 0.2

create_clock -name clk0 -period $clk_period [get_ports {clk}]

set non_clock_inputs [all_inputs -no_clocks]
set_input_delay [expr $clk_period * $clk_io_pct] -clock clk0 $non_clock_inputs
set_output_delay [expr $clk_period * $clk_io_pct] -clock clk0 [all_outputs]
File: run.sh
#!/bin/bash
# OpenROAD 26Q1-2900-gdf79404cd8, Yosys 0.63+post, stock flow scripts
make -C /OpenROAD-flow-scripts/flow DESIGN_CONFIG=/design/flow/config.mk WORK_HOME=/design/flow/orfs finish
File: config.mk
export PLATFORM = sky130hd
export DESIGN_NAME = SimpleCPU
export DESIGN_NICKNAME = SimpleCPU
export VERILOG_FILES = /design/flow/design.v
export SDC_FILE = /design/flow/constraint.sdc
export NUM_CORES = 4
export LEC_CHECK = 1
export CORE_UTILIZATION = 50
File: design.v
`timescale 1ns / 1ps
module SimpleCPU(clk, rst, data_fromRAM, wrEn, addr_toRAM, data_toRAM, pCounter);
parameter SIZE = 14;
input clk, rst;
input wire [31:0] data_fromRAM;
output reg wrEn;
output reg [SIZE-1:0] addr_toRAM;
output reg [31:0] data_toRAM;
output reg [SIZE-1:0] pCounter;
reg [SIZE-1:0] pCounterNext;
reg [ 3:0] opcode, opcodeNext;
reg [13:0] operand1, operand2, operand1Next, operand2Next;
reg [31:0] num1, num2, num1Next, num2Next;
reg [ 2:0] state, stateNext;
always @(posedge clk) begin
  state    <= #1 stateNext;
  pCounter <= #1 pCounterNext;
  opcode   <= #1 opcodeNext;
  operand1 <= #1 operand1Next;
  operand2 <= #1 operand2Next;
  num1     <= #1 num1Next;
  num2     <= #1 num2Next;
end
always @* begin
  stateNext    = state;
  pCounterNext = pCounter;
  opcodeNext   = opcode;
  operand1Next = operand1;
  operand2Next = operand2;
  num1Next     = num1;
  num2Next     = num2;
  addr_toRAM   = 0;
  wrEn         = 0;
  data_toRAM   = 0;
  if (rst) begin
    stateNext    = 0;
    pCounterNext = 0;
    opcodeNext   = 0;
    operand1Next = 0;
    operand2Next = 0;
    num1Next     = 0;
    num2Next     = 0;
    addr_toRAM   = 0;
    wrEn         = 0;
    data_toRAM   = 0;
  end else 
    case (state)
      0: begin          
         pCounterNext = pCounter;
         opcodeNext   = opcode;
         operand1Next = 0;
         operand2Next = 0;
         addr_toRAM   = pCounter;
         num1Next     = 0;
         num2Next     = 0;
         wrEn         = 0;
         data_toRAM   = 0;
         stateNext    = 1;
      end
      1: begin           
         pCounterNext = pCounter;
         opcodeNext   = data_fromRAM[31:28];
         operand1Next = data_fromRAM[27:14];
         operand2Next = data_fromRAM[13: 0];
         addr_toRAM   = data_fromRAM[27:14];
         num1Next     = 0;
         num2Next     = 0;
         wrEn         = 0;
         data_toRAM   = 0;
         if(opcodeNext == 4'b0001 || opcodeNext == 4'b0011 || opcodeNext == 4'b0101 || opcodeNext == 4'b0111 || opcodeNext == 4'b1001 || opcodeNext == 4'b1101 || opcodeNext == 4'b1111)  
	     stateNext = 5;
	 if(opcodeNext == 4'b0000 || opcodeNext == 4'b0010 || opcodeNext == 4'b0100 || opcodeNext == 4'b0110 || opcodeNext == 4'b1000 || opcodeNext == 4'b1010 || opcodeNext == 4'b1011 || opcodeNext == 4'b1100 || opcodeNext == 4'b1110)  
             stateNext = 2;
      end 
      2: begin          
         pCounterNext = pCounter;
         opcodeNext   = opcode;
         operand1Next = operand1;
         operand2Next = operand2;
         addr_toRAM   = operand2;
	 num1Next     = data_fromRAM;
	 num2Next     = 0;
	 wrEn         = 0;
	 data_toRAM   = 0;
	 if(opcodeNext == 4'b1010 || opcodeNext == 4'b1011)  
	    stateNext = 6;
	 else if(opcodeNext == 4'b1100)  
	    stateNext = 4;
	 else
            stateNext = 3;
      end
      3: begin          
	 pCounterNext = pCounter + 1;
	 opcodeNext   = opcode;
	 operand1Next = operand1;
	 operand2Next = operand2;
	 addr_toRAM   = operand1;
	 num1Next     = num1;
	 num2Next     = data_fromRAM;
	 wrEn = 1;
	 if(opcode == 4'b0000)        
	     data_toRAM = num1 + data_fromRAM;   
	 if(opcode == 4'b0010)        
	     data_toRAM = ~(num1 & num2Next);
	 if(opcode == 4'b0100) begin  
	     if(num2Next < 32)
		 data_toRAM = num1 >> num2Next;
	     else begin 
		 num2Next   = num2Next - 32;
		 data_toRAM = num1 << num2Next;
	     end
	 end
	 if(opcode == 4'b0110) begin  
	    if(num1 < num2Next)
	       data_toRAM = 1;
	    else
	       data_toRAM = 0;
	 end
	 if(opcodeNext == 4'b1000)    
	     data_toRAM = data_fromRAM;
	 if(opcode == 4'b1110)        
	     data_toRAM = num1 * data_fromRAM;
	 stateNext = 0;
      end
      4: begin    
	 opcodeNext   = opcode;
	 operand1Next = operand1;
	 operand2Next = operand2;
	 addr_toRAM   = operand1; 
	 num1Next     = num1;
	 num2Next     = data_fromRAM;
	 wrEn = 0;
	 if(data_fromRAM == 0)
	    pCounterNext = num1;				 
	 else 
	   pCounterNext = pCounter + 1;
	 stateNext = 0;	
      end
      5: begin 
         pCounterNext = pCounter + 1; 
         opcodeNext   = opcode;
         operand1Next = operand1;
         operand2Next = operand2;
         addr_toRAM   = operand1;
         num1Next     = data_fromRAM;
         num2Next     = operand2;
         wrEn         = 1;
	 if(opcodeNext == 4'b0001)   
	     data_toRAM = num1Next + operand2;
         else if(opcodeNext == 4'b0011)   
             data_toRAM = ~(num1Next & operand2);
	 if(opcodeNext == 4'b0101) begin  
	     if(operand2 < 32)       
	         data_toRAM = num1Next >> operand2;
             else begin
	         operand2Next = operand2 - 32;
	         data_toRAM = num1Next << operand2Next;
             end
	 end
	 if(opcodeNext == 4'b0111) begin  
             if(num1Next < operand2)
	         data_toRAM = 1;
	     else
	         data_toRAM = 0;
	 end
         if(opcodeNext == 4'b1001)        
             data_toRAM = operand2;			
	 if(opcodeNext == 4'b1101) begin    
	     wrEn         = 0;
             pCounterNext = data_fromRAM + operand2;
	     data_toRAM   = 32'hFFFF_FFFF;
	 end
         if(opcodeNext == 4'b1111)   
	     data_toRAM = num1Next * operand2;
	     stateNext  = 0;
      end
      6: begin
	 pCounterNext = pCounter;
         opcodeNext   = opcode;
         operand1Next = operand1;
         operand2Next = operand2;
	 if(opcode == 4'b1010) begin    
             addr_toRAM = data_fromRAM;
	     num1Next   = num1;
	     num2Next   = data_fromRAM;
	     wrEn       = 0;
	 end
         else begin   
             addr_toRAM = num1;
	     num1Next   = num1;
	     num2Next   = data_fromRAM;
             wrEn       = 0;
	 end
	     stateNext  = 7; 
      end
      7: begin 
         pCounterNext = pCounter + 1;
         opcodeNext   = opcode;
         operand1Next = operand1;
         operand2Next = operand2;
         num1Next     = num1;
         wrEn         = 1;
	 if(opcode == 4'b1010) begin   
	     addr_toRAM = operand1;
	     data_toRAM = data_fromRAM;
	 end
	     else begin   
	          addr_toRAM = num1;
	          data_toRAM = num2;
	     end
	 stateNext = 0; 
      end
      default: begin
         stateNext    = 0;
         pCounterNext = 0;
         opcodeNext   = 0;
         operand1Next = 0;
         operand2Next = 0;
         num1Next     = 0;
         num2Next     = 0;
         addr_toRAM   = 0;
         wrEn         = 0;
         data_toRAM   = 0;
       end
    endcase
end
endmodule
==> results.sh <==
# flow metrics
export IMPL_fp_utilization_pct=50.5
export IMPL_cts_root_buf="clkbuf_16"
export IMPL_yosys_warnings=1
export IMPL_cts_buffers=17
export IMPL_slew_headroom_pct=26.6
export IMPL_critical_path_arrival_ns=13.37
export IMPL_routed_wl_um=224000
export IMPL_clkTransAtPathRegs_ns=0.06
export IMPL_p_per_area_nw_per_um2=40.0
export IMPL_setup_violations=0
export IMPL_cp_max_fo=35
export IMPL_cp_start_kind="input port"
export IMPL_logic_area_um2=39400
export IMPL_layout_drive_gt1_share_pct=7.56
export IMPL_grt_pass1_vias=44860
export IMPL_cts_resized=0
export IMPL_antenna_found_initial=21
export IMPL_ioPinCount=95
export IMPL_syn_inst=5933
export IMPL_insertion_delay_ns=0.50
export IMPL_portBuffers=94
export IMPL_areaGrowthSynthToFinish_pct=5.81
export IMPL_fillers=8730
export IMPL_clock_sinks=118
export IMPL_die_area_um2=93900
export IMPL_core_region_area_um2=91700
export IMPL_place_gp_congestion=1.16
export IMPL_ys_flop_type="dfxtp_1"
export IMPL_slowest_delay_ns=0.79
export IMPL_fin_worst_skew_ns=0.0198
export IMPL_slew_viol_final=0
export IMPL_edf_count=0
export IMPL_grt_max_degree=76
export IMPL_path_class="in -> out"
export IMPL_regArea_um2=2390
export IMPL_leakagePower_nw=21.6
export IMPL_ir_drop_uv=69.2
export IMPL_hold_buffers=0
export IMPL_synth_cell_type_count=90
export IMPL_drc_errors=0
export IMPL_hold_violations=0
export IMPL_crit_chain="buf_2, buf_4, ha_1, fa_1, fa_1, fa_1, fa_1, fa_1, inv_1, fa_1, inv_1, ha_1, a2111oi_0, o21ai_0, a211oi_1, o21ai_0, o211ai_1, a31oi_1, nor4_1, a31o_2, nor4_1, a211oi_1, clkdlybuf4s50_1"
export IMPL_htree_levels=4
export IMPL_ys_cells=5933
export IMPL_tightest_slew_ns=1.10
export IMPL_viasPerCell=6.53
export IMPL_fin_crit_sh_pct=87.9
export IMPL_first_pass_iters=6
export IMPL_grt_setup_unrepaired="no"
export IMPL_status="complete, no violations"
export IMPL_synth_flops=118
export IMPL_cts_tree="done"
export IMPL_warnings=44
export IMPL_ys_seq_share_pct=5.10
export IMPL_drt_iter0_markers=5071
export IMPL_cpMostUsedCell="fa_1"
export IMPL_layout_top_cells="839 x nand2_1, 708 x inv_1, 682 x fa_1"
export IMPL_fin_setup_tns_ns=0
export IMPL_largest_area_cell="fa_1"
export IMPL_hp_class="reg -> reg"
export IMPL_max_freq_mhz=57.8
export IMPL_cp_data_required_time_ns=15.76
export IMPL_max_clock_path_buffers=2
export IMPL_netlist_area_um2=46300
export IMPL_ys_area_um2=46300
export IMPL_routedWlPerCell_um=32.1
export IMPL_avgSynthCellArea_um2=7.81
export IMPL_postCtsSetupBuffers=0
export IMPL_track_usage_pct=50.9
export IMPL_crit_family="adder cells"
export IMPL_slowest_stage="a211oi_1"
export IMPL_layout_top_cell="nand2_1"
export IMPL_row_count=111
export IMPL_crit_buf_inv=5
export IMPL_die_h_um=306
export IMPL_vias=45492
export IMPL_power_mw=1.96
export IMPL_fp_dieW_um=306
export IMPL_ant_nets=0
export IMPL_maxCapViolCount=0
export IMPL_fin_crit_ns=17.31
export IMPL_synthArstFlopShare_pct=0
export IMPL_gr_total_overflow=0
export IMPL_post_synth_top_area_fraction_pct=29.5
export IMPL_grt_first_pass_wirelength_um=323000
export IMPL_top_cells_by_area="fa_1 29%, ha_1 7.5%, nand2_1 6.8%"
export IMPL_critPathCaptureType="output port"
export IMPL_dpl_hpwl_um=166000
==> stage by stage <==
step / worst slack [ns] / instances / hold WS, ns / instance area [um2] / util [%]
after floorplan: 3.99 / 5933 / 0.440 / 46300 / -
after global placement: 2.90 / 6932 / 0.442 / 48400 / 52.8
after detailed placement: 2.87 / 6932 / 0.454 / 48400 / 52.8
after CTS: 2.80 / 6964 / 0.463 / 49000 / 53.5
after global routing: 2.30 / 6964 / 0.481 / 49000 / 53.5
final: 2.39 / 6967 / 0.462 / 49000 / 53.5
==> power breakdown <==
group | internal (mW) | total, mW | switching (mW)
Clock | 0.200 | 0.347 | 0.147
Sequential | 0.247 | 0.266 | 0.0187
Combinational | 0.452 | 1.35 | 0.894
Total | 0.900 | 1.96 | 1.06
==> sequential cells by signal, summed over array words and instances (netlist names) <==
signal	cells
pCounter	14
num2	32
opcode	4
state	8
operand2	14
operand1	14
num1	32
==> worst paths after layout <==
path	from	endpoint	slack, ns	cells after the start
max reg2reg	operand2[6]$_SDFFE_PP0P_	pCounter[10]$_SDFFE_PP0N_	15.36	13
min reg2reg	num1[16]$_SDFFE_PP0N_	num1[16]$_SDFFE_PP0N_	0.46	2
min	num1[16]$_SDFFE_PP0N_	num1[16]$_SDFFE_PP0N_	0.46	2
max	data_fromRAM[8]	data_toRAM[31]	2.39	23
==> per-layer routing <==
| layer | share of wire [%] | wire length, um | global-route usage, % | up-vias |
|---|---|---|---|---|
| met5 | 0.13 | 295 | 1.65 | - |
| met2 | 39 | 87000 | 64.8 | 3421 |
| met4 | 6.0 | 13400 | 22.4 | 34 |
| met1 | 37 | 83600 | 70.3 | 22058 |
| li1 | - | - | - | 19304 |
| met3 | 18 | 39600 | 31.1 | 675 |
==> cells by family (layout without fill, tap and decap cells) <==
family	Yosys count	count (layout)	share of synthesized area [%]
XOR/XNOR	209	209	3.95
other	0	3	0
multiplexers	221	221	7.29
buffers and inverters	1207	1052	9.84
AND-OR/OR-AND	1161	1161	16.1
AND/OR/NAND/NOR	2058	2058	20.8
flip-flops	118	118	5.10
adder cells (fa/ha/maj)	959	959	37.0
==> Yosys cell counts (all sizes together), types with 11 or more instances <==
library cell,number
a2111oi,17
a211oi,75
a21boi,14
a21o,50
a21oi,378
a221oi,30
a222oi,18
a22oi,16
a311oi,15
a31oi,57
and2,379
and3,19
buf,78
clkbuf,405
clkinv,12
dfxtp,118
fa,682
ha,277
inv,712
mux2,22
mux2i,108
mux4,91
nand2,839
nand2b,40
nand3,71
nand4,23
nor2,431
nor2b,28
nor3,97
nor4,40
o2111ai,14
o211ai,43
o21a,27
o21ai,233
o21bai,11
o221ai,20
o22ai,23
o31ai,21
or2,15
or3,30
or4,12
xnor2,137
xor2,72
==> cell type report <==
cell class | count | share of cell area (%)
Clock inverter | 13 | 0.347
Clock buffer | 19 | 0.883
Inverter | 724 | 5.55
Sequential cell | 118 | 4.88
Antenna cell | 3 | 0.0153
Tap cell | 1186 | 3.03
Multi-Input combinational cell | 4608 | 80.5
Timing Repair Buffer | 296 | 4.81
==> worst reg2reg max path, stage by stage (launching register included) <==
cell and delay [ns]:
dfxtp_1 0.39, buf_4 0.49, inv_1 0.45, ha_1 0.40
inv_1 0.10, a21oi_1 0.13, nor4_1 0.58, o41a_1 0.39
nor2_1 0.09, xor2_1 0.24, a221oi_1 0.51, o21ai_0 0.17
a21oi_1 0.18, a211oi_1 0.08
Power is estimated from default activity; no workload was simulated.
